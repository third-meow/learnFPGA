## run.sh

```bash
#!/bin/bash
# OpenROAD 26Q1-2900-gdf79404cd8, Yosys 0.63+post, stock flow scripts
make -C /OpenROAD-flow-scripts/flow DESIGN_CONFIG=/design/flow/config.mk WORK_HOME=/design/flow/orfs finish
```

## config.mk

```make
export PLATFORM = sky130hd
export DESIGN_NAME = top
export DESIGN_NICKNAME = top
export VERILOG_FILES = /design/flow/design.v
export SDC_FILE = /design/flow/constraint.sdc
export NUM_CORES = 4
export LEC_CHECK = 1
export CORE_AREA = 10 10 101 101
export DIE_AREA = 0 0 111 111
```

## constraint.sdc

```tcl
current_design top

set clk_period 4.0
set clk_io_pct 0.2

create_clock -name clk0 -period $clk_period [get_ports {CLK}]

set non_clock_inputs [all_inputs -no_clocks]
set_input_delay [expr $clk_period * $clk_io_pct] -clock clk0 $non_clock_inputs
set_output_delay [expr $clk_period * $clk_io_pct] -clock clk0 [all_outputs]
```

## design.v

```verilog
module top (
    input CLK,
    input PIN_1,
    input PIN_2,
    output PIN_3,
    output LED
);
    reg [7:0] dc;
    reg [7:0] count;
    reg [23:0] slow_loop_count;
    always @(posedge CLK) begin
        if (count < 100) count <= count + 1;
        else count <= 0; 
        slow_loop_count <= slow_loop_count + 1;
        if (slow_loop_count == (16000000 / 4)) begin     
            slow_loop_count <= 0;
            if (PIN_1 && !PIN_2) dc = 20;
            else if (PIN_1 && PIN_2) dc = 50;
            else if (!PIN_1 && PIN_2) dc = 80;
            else dc = 0;
        end
    end
    assign LED = (count < dc) ? 1 : 0;
    assign PIN_3 = (count < dc) ? 1 : 0;
endmodule
```

==> job_summary.md <==
### Metrics collected by this job

| Metric | Value |
|---|---|
| Global placement routability congestion | `just under 0.8` |
| Vias in the first global route | `1036` |
| Skew final | `0.00386 ns` |
| H-Tree Depth | `2` |
| HPWL Detailed | `1800 um` |
| Final worst setup slack | `0.908 ns` |
| R2r worst-path depth | `6` |
| Die H | `111 um` |
| Fraction of registers with async set/reset | `0` |
| Maximum buffer depth of the clock tree | `2` |
| Family with the most delay on the worst path | `AND-OR/OR-AND gates` |
| Reg clk slew, reported paths | `about 0.060 ns` |
| Synth Warn # | `1` |
| Postcts setup bufs | `0` |
| Die area | `0.0123 mm2` |
| Rel. slew slack | `0.665` |
| Synth Cell Area | `0.00165 mm2` |
| Peak supply drop | `0.0965 mV` |
| Routed wire length per instance | `roughly 8.7 um` |
| CP bufs+invs | `2` |
| Row count | `33` |
| Tally of non-filler cells in the final layout | `around 280` |
| Synth flops | `36` |
| Post-Syn Instances | `163` |
| CTS root buf | `clkbuf_8` |
| Post-DRT Antenna Nets | `0` |
| Ys cells | `163` |
| Slew Viols, Final | `0` |
| Ports | `5` |
| Crit share post-route | `0.773` |
| DR iter-0 viols | `46` |
| Syn Area/Cell | `10.1 um2` |
| Share of cells above drive strength 1 | `0.0988` |
| Worst-margin pin slew | `0.499 ns` |
| Antenna violations before repair | `0` |
| Hold Vio Cnt, Final | `0` |
| Drc violations | `0` |
| Crit path launch type | `register` |
| Overall routing resource usage | `0.0397` |
| Crit-path cells | `inv_1 > ha_1 > a211o_1 > a21o_1 > a21o_1 > a211oi_1 > clkdlybuf4s50_1` |
| Final setup fails | `0` |
| P&R area growth vs syn | `13.4%` |
| Worst path most repeated cell | `a21o_1` |
| Hold/Removal Path Class | `reg2reg` |
| Final Critical Period | `roughly 3.1 ns` |
| Placed cells | `269` |
| Worst slack, placed | `1.17 ns` |
| Leak Pwr | `0.694 nW` |
| RSZ-0062 raised after global routing | `false` |
| PD cells | `342 mW/mm2` |
| Number of enable flip-flop cells | `4` |
| FP Util | `0.203` |
| Post-CTS Resized | `0` |
| Max-Cap Viols | `0` |
| Number of vias per cell | `3.85` |
| IO buf count | `4` |
| Slowest cell on crit path | `clkdlybuf4s50_1` |
| Fmax | `323 MHz` |
| Grt total ovfl | `0` |
| Worst path arrival time | `2.29 ns` |
| Worst EP required | `3.20 ns` |
| Distinct lib cells | `41` |
| Total negative slack | `0 ns` |
| Crit path max fanout | `2` |
| First-pass GRT wire length | `~4400 um` |
| OpenROAD warning count | `26` |
| Hold Buf Count CTS | `0` |
| Worst path max stage delay | `0.52 ns` |
| Status | `completed` |
| Critical path type | `reg2out` |
| TritonCTS clock tree | `done` |
| Hold-critical path depth | `1` |
| Synth Seq Share | `0.461` |
| Crit path capture type | `output pin` |
| Worst skew pair latency | `0.28 ns` |
| Final core utilization | `0.230` |
| Die span in x | `approximately 110 um` |
| Pre-antenna DRT Iters | `4` |
| Largest net degree at the start of global routing | `12` |
| ANT cells | `0` |
| Main synth FF type | `dfxtp_1` |
| Yosys chip area | `0.00165 mm2` |
| Total wire length | `between 2000 and 2500 um` |
| Core area | `roughly 0.0081 mm2` |
| Clock buffer count from CTS | `5` |
| Num Clock Sinks | `36` |
| Number of stages on the worst setup path | `7` |
| Via Count | `1067` |
registers in the layout, indices dropped and copies added (netlist names):
register,cells
dc,4
slow_loop_count,24
count,8
synth_stat cells (2+ instances only):
| cell | instances | share of area |
|---|---|---|
| nor4_1 | 2 | 0.0076 |
| nand3_1 | 13 | 0.039 |
| and3_1 | 4 | 0.015 |
| inv_1 | 10 | 0.023 |
| nor2b_1 | 3 | 0.011 |
| edfxtp_1 | 4 | 0.073 |
| a21o_1 | 2 | 0.0091 |
| nand2b_1 | 3 | 0.011 |
| xnor2_1 | 20 | 0.11 |
| nor3_1 | 4 | 0.012 |
| xor2_1 | 5 | 0.027 |
| nor2_1 | 18 | 0.041 |
| ha_1 | 7 | 0.053 |
| dfxtp_1 | 32 | 0.39 |
| nand2_1 | 6 | 0.014 |
| nand4_2 | 2 | 0.015 |
| nand4_1 | 4 | 0.015 |
worst paths after layout:
kind	startpoint	endpoint	slack, ns
setup reg to reg	slow_loop_count[0]$_SDFF_PN0_	dc[4]$_SDFFCE_PP1N_	2.07
hold / removal	count[0]$_SDFF_PP0_	count[0]$_SDFF_PP0_	0.44
hold reg to reg	count[0]$_SDFF_PP0_	count[0]$_SDFF_PP0_	0.44
setup / recovery	dc[2]$_SDFFCE_PP1N_	LED	0.91
area by class of cell:
cell class / instances / area [um2]
Fill cell: 845 / 6260
Multi-Input combinational cell: 113 / 802
Sequential cell: 36 / 761
Tap cell: 105 / 131
Clock buffer: 8 / 90.1
Timing Repair Buffer: 5 / 47.5
Inverter: 10 / 37.5
metrics by stage:
stage          total power, mW  hold WS [ns]  cell area [um2]
6_report                 0.639         0.440             1870
5_1_grt                  0.672         0.485             1870
4_1_cts                  0.654         0.450             1870
3_5_place_dp             0.392         0.437             1780
3_3_place_gp             0.392         0.432             1780
2_1_floorplan            0.387         0.413             1650
layer usage:
metal,vias to the layer above,track usage,share of wire,routed length (um)
met5,-,0,0,0
met4,0,0.0104,0.024,58
met3,4,0.00985,0.026,63
met2,9,0.0656,0.45,1080
met1,484,0.0505,0.50,1200
li1,570,-,-,-
power breakdown:
part / internal, mW / switching [mW] / total (mW)
Clock: 0.140 / 0.115 / 0.255
Sequential: 0.368 / 0.00219 / 0.370
Combinational: 0.00860 / 0.00526 / 0.0139
kinds of logic (layout without fill, tap and decap cells):
kind of cell | after synthesis | after routing | share of synthesized area
AOI/OAI and AO/OA | 8 | 8 | 0.0372
and+or+nand+nor | 72 | 72 | 0.261
other | 1 | 1 | 0.00227
adders and majority gates | 7 | 7 | 0.0531
buffers and inverters | 14 | 23 | 0.0524
xor gates and xnor gates | 25 | 25 | 0.133
DFF | 36 | 36 | 0.461
placed cells by master (no fill, tap or decap), types with 2 or more instances in the layout:
master | Yosys | layout
xnor2_1 | 20 | 20
a21o_1 | 2 | 2
nor2b_1 | 3 | 3
clkbuf_8 | 0 | 6
ha_1 | 7 | 7
xor2_1 | 5 | 5
nor3_1 | 4 | 4
edfxtp_1 | 4 | 4
nand4_2 | 2 | 2
dfxtp_1 | 32 | 32
nor2_1 | 18 | 18
nand3_1 | 13 | 13
clkbuf_1 | 1 | 2
and3_1 | 4 | 4
nand4_1 | 4 | 4
clkdlybuf4s50_1 | 0 | 4
nand2_1 | 6 | 6
nor4_1 | 2 | 2
nand2b_1 | 3 | 3
inv_1 | 10 | 10
Power figures rest on the tool's default switching activity, not on a simulated workload.
